File: flow/design.v
module input_handler (
    input wire clk, reset,
    input wire logic_0_button, logic_1_button, activity_button,
    output reg [3:0] x_output, y_output,
    output reg valid_coordinate
);
	 reg [3:0] x_counter, y_counter;
    reg [1:0] state, next_state;
    localparam IDLE = 2'b00, X_INPUT = 2'b01, Y_INPUT = 2'b10, VALIDATE = 2'b11;
    always @(posedge clk or posedge reset) begin
		if (reset) begin
			state <= IDLE;
         x_counter <= 4'b0000;
         y_counter <= 4'b0000;
         x_output <= 4'b0000;
         y_output <= 4'b0000;
         valid_coordinate <= 0;
		end else begin
         state <= next_state;
         if (state == X_INPUT) begin
				if (~logic_0_button) begin
					x_counter <= x_counter + 1'b1;
               x_output <= (x_output >> 1);
            end 
				else if (~logic_1_button) begin
               x_counter <= x_counter + 1'b1;
               x_output <= (x_output >> 1) + 4'b1000;
            end
         end 
			else if (state == Y_INPUT) begin
            if (~logic_1_button) begin
					y_output <= (y_output >> 1) + 4'b1000;
               y_counter <= y_counter + 1'b1;
            end 
				else if (~logic_0_button) begin
               y_output <= (y_output >> 1);
               y_counter <= y_counter + 1'b1;                    
            end
         end
         if (state == VALIDATE && ~activity_button)
				valid_coordinate <= 1'b1;
         else
            valid_coordinate <= 0;
         end
      end
    always @* begin
		if (reset) next_state = IDLE;
		else begin
			case (state)
				IDLE: begin
                  if (~logic_0_button || ~logic_1_button) begin
							if (x_counter == 4'b0100)
								next_state = Y_INPUT;
							else 
								next_state = X_INPUT;
							end
                  else
                        next_state = IDLE;
						end
            X_INPUT: begin
					if (x_counter == 4'b0100)
						next_state = Y_INPUT;
               else if (~logic_0_button || ~logic_1_button)
                  next_state = X_INPUT;
               else
                  next_state = IDLE;
               end
            Y_INPUT: begin
               if (y_counter == 4'b0100)
						next_state = VALIDATE;
					else if (~logic_0_button || ~logic_1_button)
                  next_state = Y_INPUT;
					else
                  next_state = IDLE;
               end
            VALIDATE: begin
               if (~activity_button)
                  next_state = IDLE;
               else
                  next_state = VALIDATE;
               end
         endcase
      end
    end
endmodule 
File: flow/run.sh
#!/bin/bash
# OpenROAD 26Q1-2900-gdf79404cd8, Yosys 0.63+post, stock flow scripts
make -C /OpenROAD-flow-scripts/flow DESIGN_CONFIG=/design/flow/config.mk WORK_HOME=/design/flow/orfs finish
File: flow/config.mk
export PLATFORM = sky130hd
export DESIGN_NAME = input_handler
export DESIGN_NICKNAME = input_handler
export VERILOG_FILES = /design/flow/design.v
export SDC_FILE = /design/flow/constraint.sdc
export NUM_CORES = 4
export LEC_CHECK = 1
export CORE_AREA = 10 10 94 94
export DIE_AREA = 0 0 104 104
File: flow/constraint.sdc
current_design input_handler

set clk_period 3.1
set clk_io_pct 0.2

create_clock -name clk0 -period $clk_period [get_ports {clk}]

set non_clock_inputs [all_inputs -no_clocks]
set_input_delay [expr $clk_period * $clk_io_pct] -clock clk0 $non_clock_inputs
set_output_delay [expr $clk_period * $clk_io_pct] -clock clk0 [all_outputs]
==> flow_summary.rst <==
Synthesis and place-and-route
=============================

.. list-table::
   :header-rows: 1

   * - Metric
     - Value
   * - Fillcell total
     - 764
   * - MaxCap Viol Count
     - 0
   * - Startpoint of the most critical hold path
     - x_counter[3]
   * - FA/HA/MAJ Cells, Area Fraction
     - around 5.4%
   * - Setup fix buffers added after clock tree synthesis
     - 0
   * - Iteration count of the initial detailed-routing pass
     - 4
   * - Xor/xnor share of the synthesized area
     - 5.62%
   * - Largest combinational cell category by area
     - simple AND/OR/NAND/NOR gates
   * - TritonCTS clock tree
     - yes
   * - Routed length per instance
     - 9.48 um
   * - Input/output buffers
     - 13
   * - Static leakage
     - 0.000522 uW
   * - Crit Path Class
     - in -> reg
   * - Peak per-stage delay on the critical path
     - 0.58 ns
   * - Slowest CP cell
     - sky130_fd_sc_hd__clkdlybuf4s50_1
   * - Compound-Gate Fraction of Synth Area
     - 5.09%
   * - Wire length of the first global-routing pass
     - 3120 um
   * - Commonest cells post-synth
     - sky130_fd_sc_hd__dfrtp_1, sky130_fd_sc_hd__mux2_2, sky130_fd_sc_hd__inv_1, sky130_fd_sc_hd__xnor2_1, sky130_fd_sc_hd__ha_1
   * - Post-placement worst setup slack
     - 1.05 ns
   * - Final tally of hold violations
     - 0
   * - Remaining routing DRC violations
     - 0
   * - WHS
     - about 0.49 ns
   * - Post-route setup slack
     - 1.33 ns
   * - Via Count
     - 601
   * - Most common cell in the synthesized netlist
     - sky130_fd_sc_hd__dfrtp_1
   * - Max-slew violation count
     - 0
   * - Clock Tree Buf Depth
     - 2
   * - Mux area share
     - a little over a tenth
   * - Share of synthesized registers carrying an async set or reset
     - ~100%
   * - Initial antenna violation count
     - 0
   * - Worst-Margin Slew
     - 0.431 ns
   * - Number of instances resized during post-cts repair
     - 0
   * - Number of setup violations in the final report
     - 0
   * - Worst setup skew after layout
     - 0.00605 ns
   * - Routability cong.
     - 0.714
   * - Crit. End Element
     - flip-flop
   * - Area of the die
     - 10800 sq um
   * - Global-route total usage across every layer
     - 3.38%
   * - Layout cells sized above 1
     - 20.0%
   * - Number of cells in Yosys stat
     - 72
   * - Run status
     - finished clean
   * - Count of cells along the worst hold path
     - 1
   * - Cells along the critical path
     - clkdlybuf4s50_1 -> nand2_2 -> nand3b_2 -> mux2_2
   * - Mean post-synth cell area
     - approximately 13 sq um
   * - Die H
     - 104 um
   * - Clock latency of the later-clocked register in the worst-skew pair
     - 0.26 ns
   * - Global routing met2 resource utilization
     - 4.95%
   * - Destination of the worst hold path
     - x_counter[3]
   * - Vias in the first global route
     - 609
   * - Peak supply drop
     - 0.141 mV
   * - Number of distinct library cell variants in the gate-level netlist after synthesis
     - 24
   * - R2R Path End
     - x_output[0]
   * - Number of warnings in the stage logs
     - 27
   * - Post-Route Utilization
     - 18.1%
   * - Summed standard-cell area reported by yosys
     - 935 sq um
   * - Ranking of synthesized cells by area
     - sky130_fd_sc_hd__dfrtp_1, sky130_fd_sc_hd__mux2_2, sky130_fd_sc_hd__xnor2_1
   * - Prevailing post-synth register cell
     - sky130_fd_sc_hd__dfrtp_1
   * - Clock buffers created by TritonCTS
     - 3
   * - Number of design-rule violations left by the first detailed-router iteration
     - 28
   * - Dominant cell area share
     - between 50% and 60%
   * - Post-cts hold buffer count
     - 0
   * - Half-perimeter wire length after detailed placement
     - 1350 um
   * - Routing usage on met3
     - 1.38%
   * - Portion of the post-synthesis area used by sequential elements
     - 56.4%
   * - Headroom to the max-slew limit
     - 71.2%
   * - Count of mapped cells out of synthesis
     - between 70 and 80
   * - Vias per std cell
     - 3.23
   * - Top achievable clock speed
     - 0.564 GHz
   * - Mapped Area
     - 935 sq um
   * - Buffer type at the clock tree root
     - sky130_fd_sc_hd__clkbuf_8
   * - Clk sink count
     - 21
   * - Launching point of the worst reg2reg path
     - state[2]
   * - R2r setup slk
     - 1.81 ns
   * - Count of library flops with an enable pin
     - 0
   * - Post-synthesis to final-layout area growth
     - 32.5%
   * - Met1 layer usage reported by global route
     - under 10%
   * - Post-route antenna net violation count
     - 0
   * - Total antenna diodes in the routed design
     - 0
   * - Number of standard-cell rows in the floorplan
     - 30
   * - Total Routed Length
     - 1760 um
   * - Global route total overflow
     - 0
   * - Setup TNS
     - 0 ns
   * - Share of the cycle needed by the critical path after routing
     - 57.2%
   * - Setup repair after global routing missed its margin
     - false
   * - CTS clk-pin slew, worst paths
     - 0.08 ns
   * - Yosys warning total
     - 1
   * - Post-synthesis register bit count
     - 21
   * - Count of cells along the worst register-to-register path
     - 2
   * - Core region area
     - 6830 sq um
   * - IO Count
     - 14
   * - Simple Share, Synth
     - around 14%
   * - Min-Delay Path Class
     - reg -> reg
   * - Data required time at the worst endpoint
     - 3.25 ns
   * - Width of the die
     - 104 um
   * - Largest net degree at the start of global routing
     - 14
   * - H-tree depth
     - 1
   * - Min Tclk post-route
     - 1.77 ns
   * - Library cell with the largest summed area after synthesis
     - sky130_fd_sc_hd__dfrtp_1
   * - Pwr per Cell Area
     - 754 nW/um^2
   * - Critical Path Source Type
     - input port
   * - Initial standard-cell utilization of the core
     - 13.7%
   * - Critical Path AT
     - 1.93 ns
   * - Peak fanout along the critical path
     - 7
   * - Most Used Layer, Global Route
     - met2
per-layer routing:
layer  vias up  share of wire, %
met2        15                46
met5         -                 0
met4         0               1.2
li1        286                 -
met3         2               8.1
met1       298                45
cell families (layout without fill, tap and decap cells):
logic type                 after synthesis  count (layout)
and+or+nand+nor                         20              20
xor gates and xnor gates                 6               6
muxes                                    9               9
DFF                                     21              21
buffers and inverters                    6              24
AOI/OAI and AO/OA                        6               6
adders and majority gates                4               4
worst max-delay path by stage:
stage | start | end | slack (ns) | depth (start not counted)
6_report | logic_0_button | y_output[1] | 1.33 | 4
5_1_grt | y_output[3] | y_output[3] | 1.27 | 1
4_1_cts | logic_0_button | y_output[2] | 1.32 | 4
flip-flops by register name, summed over array words and instances (netlist names):
register,flops
state,4
valid_coordinate,1
x_counter,4
x_output,4
y_counter,4
y_output,4
layout by cell type (no fill, tap or decap):
master and n:
sky130_fd_sc_hd__nand3b_1 2, sky130_fd_sc_hd__nor3_1 1, sky130_fd_sc_hd__buf_4 1, sky130_fd_sc_hd__clkinv_2 1
sky130_fd_sc_hd__nand4_1 2, sky130_fd_sc_hd__nand2_1 3, sky130_fd_sc_hd__clkbuf_8 3, sky130_fd_sc_hd__mux2i_1 1
sky130_fd_sc_hd__a21oi_1 1, sky130_fd_sc_hd__and3_1 1, sky130_fd_sc_hd__dfstp_2 1, sky130_fd_sc_hd__a221oi_1 1
sky130_fd_sc_hd__inv_1 6, sky130_fd_sc_hd__nand4_2 1, sky130_fd_sc_hd__ha_1 4, sky130_fd_sc_hd__clkdlybuf4s50_1 13
sky130_fd_sc_hd__o21ai_0 3, sky130_fd_sc_hd__nor2b_1 1, sky130_fd_sc_hd__nand3b_2 1, sky130_fd_sc_hd__mux2_2 8
sky130_fd_sc_hd__and3b_1 1, sky130_fd_sc_hd__nand2_2 1, sky130_fd_sc_hd__a21boi_4 1, sky130_fd_sc_hd__xnor2_1 6
sky130_fd_sc_hd__nor2_1 1, sky130_fd_sc_hd__nand4b_1 3, sky130_fd_sc_hd__dfrtp_1 20, sky130_fd_sc_hd__nand3_1 2
power breakdown:
part	switching [uW]	internal [uW]
sequential	89.9	377
clock	88.2	89.4
combinational	91.2	198
total	269	665
stage by stage:
| stage | total power [uW] | instances | cell area (sq um) |
|---|---|---|---|
| 2_1_floorplan | 607 | 72 | 935 |
| 3_3_place_gp | 767 | 182 | 1190 |
| 3_5_place_dp | 773 | 182 | 1190 |
| 4_1_cts | 952 | 186 | 1240 |
| 5_1_grt | 1020 | 186 | 1240 |
| 6_report | 934 | 186 | 1240 |
final cells by class:
| cell class | instances | area, sq um | area share, % |
|---|---|---|---|
| inverters | 6 | 22.5 | 1.82 |
| clock inverters | 1 | 5.00 | 0.404 |
| well taps | 96 | 120 | 9.70 |
| clock buffers | 3 | 41.3 | 3.33 |
| flip-flops and latches | 21 | 527 | 42.5 |
| repair buffers | 14 | 138 | 11.1 |
| multi-input cells | 45 | 385 | 31.1 |
critical path: cells and delay by family:
family	cells	cell delay, ns
buffers and inverters	1	0.58
and+or+nand+nor	2	0.36
muxes	1	0.35
No activity file was given, so power comes from the tool's default toggle rates.
