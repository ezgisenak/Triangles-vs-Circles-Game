## design/flow/constraint.sdc

```tcl
current_design Debouncer

set clk_period 1.2
set clk_io_pct 0.2

create_clock -name clk0 -period $clk_period [get_ports {clk}]

set non_clock_inputs [all_inputs -no_clocks]
set_input_delay [expr $clk_period * $clk_io_pct] -clock clk0 $non_clock_inputs
set_output_delay [expr $clk_period * $clk_io_pct] -clock clk0 [all_outputs]
```

## design/flow/design.v

```verilog
module Debouncer (
    input wire clk, reset, button_in,
    output reg button_out
);
    reg [3:0] count;
    reg button_in_d;
    always @(posedge clk or posedge reset) begin
        if (reset) begin
            count <= 4'b0000;
            button_in_d <= 0;
            button_out <= 0;
        end else begin
            if (button_in != button_in_d) begin
                count <= count + 1;
                if (count == 4'b1111) begin
                    button_out <= ~button_out;
                    count <= 4'b0000;
                end
            end else begin
                count <= 4'b0000;
            end
            button_in_d <= button_in;
        end
    end
endmodule
```

## design/flow/run.sh

```bash
#!/bin/bash
# OpenROAD 26Q1-2900-gdf79404cd8, Yosys 0.63+post, stock flow scripts
make -C /OpenROAD-flow-scripts/flow DESIGN_CONFIG=/design/flow/config.mk WORK_HOME=/design/flow/orfs finish
```

## design/flow/config.mk

```make
export PLATFORM = sky130hd
export DESIGN_NAME = Debouncer
export DESIGN_NICKNAME = Debouncer
export VERILOG_FILES = /design/flow/design.v
export SDC_FILE = /design/flow/constraint.sdc
export NUM_CORES = 4
export LEC_CHECK = 1
export CORE_AREA = 10 10 70 70
export DIE_AREA = 0 0 80 80
```

==> GITHUB_STEP_SUMMARY <==
### Flow metrics

| Metric | Value |
|---|---|
| Leading area contributor after synthesis | dfrtp_1 |
| Area leader share | 59.7% |
| Row count | 21 |
| Layout cells sized above 1 | 29.6% |
| Layout area overhead | 50.2% |
| Max Cap Viol | 0 |
| CTS root buf | clkbuf_4 |
| Placer Congestion | 0.703 |
| Antenna Nets Post-Route | 0 |
| Post-synth regs | 6 |
| H-tree Lvls | 1 |
| Die ar. | 6400 sq um |
| Worst path required time | 1.34 ns |
| Hold crit path type | input pin to async pin |
| Clock Latency Late Sink | 0.24 ns |
| Max stage delay on crit path | 0.41 ns |
| Largest cells by area | dfrtp_1 (60%), xnor2_2 (6.5%), ha_1 (5.0%), a311oi_1 (3.5%), xnor2_1 (3.5%) |
| Number of global-route vias before repair | 174 |
| Slew headroom | 83.1% |
| Ports | 4 |
| VDD IR-drop max | 0.141 mV |
| Log Warnings | 25 |
| Utilization after layout | 11.1% |
| Largest net degree at the start of global routing | 7 |
| Cycle use final | 92.8% |
| Die width | 80 um |
| Lkg Pwr | 0.158 nW |
| Reg2reg path depth | 3 |
| WL/cell | 5.51 um |
| FFs w/ async S/R, synth | 100% |
| Final slew viol count | 0 |
| Post-Place Cells | 69 |
| Drt initial violations | 1 |
| Remaining global-route overflow | 0 |
| Maximum clock frequency | 0.898 GHz |
| Ant. Diodes | 0 |
| Main synth FF type | dfrtp_1 |
| Reg area | 150 sq um |
| CTS tree | built |
| Tally of buffers added on design ports | 3 |
| Mapped Area | 251 sq um |
| Worst-Margin Slew | 0.252 ns |
| Hold Buf Count CTS | 0 |
| Worst Path Arrival | 1.26 ns |
| Crit-path max FO | 4 |
| Final setup violation count | 0 |
| Pwr Density | 1290 nW/um^2 |
| Synth Seq Share | 59.7% |
| Clock sink count | 6 |
| Fillers | 403 |
| Drt drc | 0 |
| Chip height | 80 um |
| Initial DRT Pass Iterations | 3 |
| CTS buffer count | 3 |
| Cell breakdown of the critical path | ha_2, a21o_1, a311oi_1 |
| Post-Route WL | 402 um |
| Worst clock skew | 0.00301 ns |
| Std-Cell Core Area | 3420 sq um |
| Run status | finished, final reports clean |
| Total GRT Usage | 1.19% |
| Count leader, synth | dfrtp_1 |
| Vias after detailed routing | 171 |
| Max clock buf depth | 2 |
| Final Hold Violating Endpoints | 0 |
| Tmin final | 1.11 ns |
| Flip-flops with a built-in enable | 0 |
| CP max-delay cell | dfrtp_1 |
| Worst-path clk slew | 0.04 ns |
| Syn Inst Count | 19 |
| Vias/cell | 2.34 |
| # Cells Yosys | 19 |
| Area figure in the yosys stat output | 251 sq um |
| Fin cells | 73 |
| Initial antenna violation count | 0 |
| Multi-input logic area | 100 sq um |
| Hold slack final | 0.218 ns |
| Mean post-synth cell area | 13.2 sq um |
| Crit Path Category | register to register |
| Synth warn | 1 |
| Crit. End Element | register |
| Startpoint types | register |
| Core Util at FP | 7.36% |
| Sum of negative setup slack | 0 ns |
| First-pass GRT wire length | 648 um |
| Unrepaired setup endpoints after global routing | no |
| Post-synth cell types | 14 |
## layout by cell type, fill, tap and decap left out
cell,n
a21o_1,1
a311oi_1,1
a31oi_1,1
buf_4,2
clkbuf_4,3
clkdlybuf4s50_1,2
dfrtp_1,6
dlygate4sd2_1,1
ha_2,1
inv_1,1
nand3_1,1
nor2_1,1
nor2_2,1
nor2b_1,1
nor3b_1,1
xnor2_1,1
xnor2_2,1
xor2_1,1
## cell families (layout without fill, tap and decap cells)
| group | after synthesis | count (layout) | synth area share [%] |
|---|---|---|---|
| compound gates | 3 | 3 | 8.96 |
| fa+ha+maj | 1 | 1 | 4.97 |
| flops | 6 | 6 | 59.7 |
| buf+inv | 1 | 9 | 1.49 |
| simple gates | 5 | 5 | 11.4 |
| xor+xnor | 3 | 3 | 13.4 |
## path summary, 6_finish.rpt
check / start / slack (ns) / to
setup / recovery: count[0]$_DFF_PP0_ / 0.09 / count[3]$_DFF_PP0_
hold / removal: reset / 0.22 / count[2]$_DFF_PP0_
setup reg to reg: count[0]$_DFF_PP0_ / 0.09 / count[3]$_DFF_PP0_
hold reg to reg: count[3]$_DFF_PP0_ / 0.49 / count[3]$_DFF_PP0_
max in group asynchronous: reset / 0.79 / count[0]$_DFF_PP0_
min in group clk0: count[3]$_DFF_PP0_ / 0.49 / count[3]$_DFF_PP0_
## timing repair
action / 4_1_cts / 5_1_grt
buffers inserted: 1 / 0
setup endpoints to repair: 1 / 1
gates resized: 1 / 1
## per-stage QoR
| stage | total power, mW | cell area, sq um | setup slack, ns |
|---|---|---|---|
| 2_1_floorplan | 0.281 | 251 | 0.106 |
| 3_3_place_gp | 0.304 | 347 | -0.0708 |
| 3_5_place_dp | 0.308 | 347 | -0.101 |
| 4_1_cts | 0.495 | 375 | 0.0378 |
| 5_1_grt | 0.518 | 378 | 0.0223 |
| 6_report | 0.487 | 378 | 0.0865 |
## cell type report
type / instances / area share [%]
repair buffers: 5 / 11.6
well taps: 46 / 15.2
clock buffers: 3 / 5.96
multi-input cells: 12 / 26.5
flip-flops and latches: 6 / 39.7
inverters: 1 / 0.993
## worst max-delay path: cells and delay by family (launching register included)
kind | cells | cell delay [ns]
flops | 1 | 0.41
fa+ha+maj | 1 | 0.22
compound gates | 2 | 0.40
## report_power, final
part / switching [mW] / internal (mW)
Sequential: 0.0185 / 0.223
Clock: 0.0661 / 0.113
Combinational: 0.0271 / 0.0399
Total: 0.112 / 0.376
## state kept, by name, summed over array words and instances (netlist names)
name / flops
button_in_d: 1
button_out: 1
count: 4
## metal layers
layer | vias to the layer above | global-route usage, % | routed length [um] | share of wire (%)
met2 | 2 | 1.93 | 208 | 52
met1 | 83 | 1.28 | 174 | 43
met4 | 0 | 1.06 | 19 | 4.7
li1 | 84 | - | - | -
met5 | - | 0 | 0 | 0
met3 | 2 | 0.227 | 0 | 0
Power figures rest on the tool's default switching activity, not on a simulated workload.
